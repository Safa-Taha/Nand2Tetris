$ cat design/flow/run.sh
#!/bin/bash
# OpenROAD 26Q1-2900-gdf79404cd8, Yosys 0.63+post, stock flow scripts
make -C /OpenROAD-flow-scripts/flow DESIGN_CONFIG=/design/flow/config.mk WORK_HOME=/design/flow/orfs finish
$ cat design/flow/config.mk
export PLATFORM = sky130hd
export DESIGN_NAME = Mux4Way16
export DESIGN_NICKNAME = Mux4Way16
export VERILOG_FILES = /design/flow/design.v
export SDC_FILE = /design/flow/constraint.sdc
export NUM_CORES = 4
export LEC_CHECK = 1
export CORE_AREA = 10 10 70 70
export DIE_AREA = 0 0 80 80
$ cat design/flow/constraint.sdc
current_design Mux4Way16

set clk_period 1.9
set clk_io_pct 0.2

create_clock -name clk0 -period $clk_period

set non_clock_inputs [all_inputs -no_clocks]
set_input_delay [expr $clk_period * $clk_io_pct] -clock clk0 $non_clock_inputs
set_output_delay [expr $clk_period * $clk_io_pct] -clock clk0 [all_outputs]
$ cat design/flow/design.v
module Mux4Way16(
    input [15:0] a,b,c,d,
    input [1:0] sel,
    output [15:0] out
);
assign out = (sel == 2'd0) ? a :
             (sel == 2'd1) ? b :
             (sel == 2'd2) ? c : d;
endmodule
==> impl_metrics.ini <==
; generated from flow reports
[final_layout]
seqCellArea_sq_um = 0
final_cell_mix = 63 x clkdlybuf4s50_1, 13 x mux4_2, 11 x clkdlybuf4s15_1
final_layout_top_logic_cell = clkdlybuf4s50_1
numSequentialCells = 0
syn2layout_area_growth_pct = 210.9
final_layout_size_suffix_gt1_share_pct = 20.39
final_design_area_no_fill_sq_um = 1319
fin_util_pct = 38.61
layout.clock_buffers = 0

[floorplan]
die.size.y_um = 80
placementRows = 21
placeable_core_area_sq_um = 3416
chipArea_sq_um = 6400
fp_util_pct = 12.42
num_io_pins = 82
die_x_um = 80

[timing]
finalSetupViolCount = 0
finalCriticalPeriod_ps = 1877
maxClockFrequency_ghz = 0.5326
finalMaxSlewViolations = 0
max-slew-margin-rel_pct = 91.32
final_hold_viol_count = 0
layout_worst_path_cycle_share_pct = 98.81
layout_setup_ws_ps = 22.52
grt_setup_unrepaired = no
whs_ps = 1288
worst-slew-pin-transition_ps = 130.3

[synth]
largest_area_cell = mux4_2
post_synth_inst_count = 20
yosys.area.top_type_share_pct = 53.10
synth_chip_area_sq_um = 424.2
synth.lib_cells_used.distinct = 5
synth-seq-area-share_pct = 0
topCellsByArea = mux4_2 53%, mux4_1 37%, buf_12 4.7%, buf_6 2.7%, buf_2 2.4%
avgSynthCellArea_sq_um = 21.21
yosys_warnings = 0
synth_stat.cells = 20
cell_area_synth_sq_um = 424.2

[grt]
grt_pass1_wl_um = 4008
grt_util_all_layers_pct = 7.979
grt_ovf = 0
antenna_found_initial = 0
first_global_vias = 771
grt_start_max_net_pins = 9

[critical_path]
top_family_by_delay_on_critical_path = buffers and inverters
cp-end-kind = output port
timing.critical_path.slowest_cell_delay_ps = 460
endpoint = out[9]
path_max_fanout = 1
critPathArrivalTime_ps = 1500
timing_worst_setup_path_type = in2out
start_kind = primary input
startpoint = c[9]
critical_path_required_ps = 1520
path_cells = clkdlybuf4s50_1 > mux4_2 > dlygate4sd2_1
critical_path_depth = 3
cp_slowest_cell = mux4_2
critical_path_buf_inv_count = 2

[drt]
initialDrtViolationCount = 6
route.detailed.drc = 0
drt-total-wl_um = 2668
drt-vias-per-instance = 4.040
drtAntennaViolNets = 0
vias = 602
wl_per_cell_um = 17.91
drt_pre_antenna_iters = 2
antenna_cells_inserted = 0

[placed_design]
port_buffers = 82
postPlaceCellArea_sq_um = 1296
finalWeightedCongestion = 0.8167
dp_worst_setup_slack_ps = -565.5

[run]
max_cap_violations = 0
log.warning_count = 32

[pwr]
power_per_cell_area_nw_per_um2 = 205.5
report.power.total_uw = 271.0
total_leakage_power_uw = 0.0005028
largest_voltage_drop_on_the_vdd_net_v = 0.00006885

[clock_network]
post_cts_hold_buffer_count = 0
postCtsSetupRepairBufs = 0

[min_path]
hold_removal_path_class = in2out

[outcome]
status = complete, no violations
## cells by family after synthesis
kind of cell	Yosys count	synth area share, %
buf+inv	4	9.735
mux	16	90.27
## cell usage after synthesis, drive strengths merged
library cell / n
buf: 4
mux4: 16
## worst min-delay path by stage
stage,end,startpoint,cells after the start
CTS,out[13],sel[0],4
global route,out[9],a[9],3
finish,out[9],a[9],3
## per-layer routing
| metal | GRT usage (%) | vias up | wire length, um |
|---|---|---|---|
| met3 | 5.227 | 0 | 504 |
| met4 | 0 | 0 | 0 |
| li1 | - | 275 | - |
| met1 | 9.916 | 262 | 1169 |
| met2 | 12.12 | 65 | 994 |
| met5 | 0 | - | 0 |
## power breakdown
group          switching [uW]  internal, uW  total, uW
registers                   0             0          0
logic                    50.9           220        271
clock network               0             0          0
total                    50.9           220        271
## area by class of cell
| class | count | area, sq um |
|---|---|---|
| fill | 357 | 2097 |
| multi-input combinational | 16 | 371.6 |
| tap | 46 | 57.56 |
| timing repair buffer | 87 | 889.6 |
## per-stage QoR
| step | instances | setup TNS (ps) |
|---|---|---|
| 2_1_floorplan | 20 | 0 |
| 3_3_place_gp | 147 | -8078 |
| 3_5_place_dp | 147 | -8218 |
| 4_1_cts | 149 | 0 |
| 5_1_grt | 149 | 0 |
| 6_report | 149 | 0 |
## timing repair
action / 4_1_cts / 5_1_grt
setup endpoints to repair: 16 / 11
gates cloned: 2 / 0
resized: 30 / 12
Power and IR drop assume default switching activity.
