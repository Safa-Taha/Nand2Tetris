==> ./design.v <==
module Mux8Way16(
    input [15:0] a,b,c,d,e,f,g,h,
    input [2:0] sel,
    output [15:0] out
);
assign out = (sel == 3'd0) ? a :
             (sel == 3'd1) ? b :
             (sel == 3'd2) ? c :
             (sel == 3'd3) ? d :
             (sel == 3'd4) ? e :
             (sel == 3'd5) ? f :
             (sel == 3'd6) ? g : h;
endmodule
==> ./run.sh <==
#!/bin/bash
# OpenROAD 26Q1-2900-gdf79404cd8, Yosys 0.63+post, stock flow scripts
make -C /OpenROAD-flow-scripts/flow DESIGN_CONFIG=/design/flow/config.mk WORK_HOME=/design/flow/orfs finish
==> ./config.mk <==
export PLATFORM = sky130hd
export DESIGN_NAME = Mux8Way16
export DESIGN_NICKNAME = Mux8Way16
export VERILOG_FILES = /design/flow/design.v
export SDC_FILE = /design/flow/constraint.sdc
export NUM_CORES = 4
export LEC_CHECK = 1
export CORE_AREA = 10 10 99 99
export DIE_AREA = 0 0 109 109
==> ./constraint.sdc <==
current_design Mux8Way16

set clk_period 5.9
set clk_io_pct 0.2

create_clock -name clk0 -period $clk_period

set non_clock_inputs [all_inputs -no_clocks]
set_input_delay [expr $clk_period * $clk_io_pct] -clock clk0 $non_clock_inputs
set_output_delay [expr $clk_period * $clk_io_pct] -clock clk0 [all_outputs]
==> flow_summary.ini <==
; flow metrics
[status]
status = finished, final reports clean

[job]
warnings = 32
cap_violations = 0

[critical_path]
crit_slowest_cell = clkdlybuf4s50_1
path_cells = clkdlybuf4s50_1 -> nand2_1 -> and2_1 -> o221ai_1 -> a31oi_1 -> clkdlybuf4s50_1
crit_path_start_kind = input pin
cpMostUsedCell = clkdlybuf4s50_1
criticalPathCategory = in2out
crit_fanout = 20
endpoint_kind = output port
cp.arrival_ps = 3570
slowest_delay_ps = 960
critPathRequiredTime_ps = 4720

[power_and_ir_drop]
p_leak_uw = 0.0009567
power_density_nw_per_um2 = 70.49
peakVddDrop_mv = 0.02576

[drt]
n_antenna_cell = 0
viasPerCell = 4.334
ant_nets = 0
routedWlPerCell_um = 17.87
drt-initial-drc-count = 24
firstDrtPassIters = 4
vias = 1543
routed_wl_um = 6360
drc_errors = 0

[layout]
clock_buffers = 0
seq_area_um2 = 0
drive_gt1_share_pct = 11.02
flops = 0
utilization_pct = 33.89
syn_to_final_growth_pct = 140.3

[floorplan]
coreArea_um2 = 7727
die-area_um2 = 11880
die_x_um = 109
fp.dieH_um = 109
rows = 32
fp_util_pct = 14.10
pin_count = 147

[grt]
use_met2_pct = 16.71
grt_max_degree = 30
antenna_found_initial = 0
grt.overflow.total = 0
use_met3_pct = 5.018
grt_pass1_vias = 1747
met1_usage_pct = 12.02
grt_pass1_wl_um = 9225
grt_use_total_pct = 9.983
busiest_layer = met2

[sta]
layout_min_cycle_time_ps = 4747
setup_viol = 0
tightest_slew_ps = 762.0
max_freq_mhz = 210.7
hold_viol = 0
whs_ps = 3287
rsz0062_at_grt = false
fin_setup_tns_ps = 0
maxSlewHeadroom_pct = 49.04
finalClockPeriodUsage_pct = 80.45
drv_slew = 0

[synth]
yosys-stat-cells = 117
ys_types = 29
yosys.area.top_type = mux4_1
most_common_cell = mux2_2
yosys_warnings = 0
yosys-top-cells-area = mux4_1 22%, mux2_2 18%, mux4_2 12%
avgSynthCellArea_um2 = 9.314
ys_seq_share_pct = 0
syn_area_um2 = 1090
yosys-top-cells-count = 17 x mux2_2, 12 x nor2_1, 10 x nand2_1
yosys_area_um2 = 1090
synth.top_cell.area_share_pct = 21.70
netlist_instances = 117

[min_path]
hp-class = in2out

[placement]
dp_hpwl_um = 5684
numPortBuffers = 147
gp_congestion = 0.8071

[cts]
cts_resized = 0
hold_buffers = 0
post-cts-setup-buffers = 0
critical path: cells and delay by family:
| family | cells | cell delay (ps) |
|---|---|---|
| simple gates | 2 | 640 |
| compound gates | 2 | 340 |
| buf+inv | 2 | 1400 |
metrics by stage:
step,cells,power (uW),setup slack [ps],area [um2]
2_1_floorplan,117,64.48,2520,1090
3_3_place_gp,356,187.5,1166,2619
3_5_place_dp,356,187.8,1085,2619
4_1_cts,356,189.0,1083,2619
5_1_grt,356,201.3,952.1,2619
6_report,356,184.6,1153,2619
placed cells by master, fill, tap and decap left out:
| master | instances |
|---|---|
| inv_1 | 2 |
| o311ai_0 | 1 |
| nand3_1 | 2 |
| a22oi_1 | 3 |
| mux2_2 | 17 |
| o221ai_1 | 4 |
| buf_4 | 3 |
| o22a_1 | 3 |
| nand2_1 | 10 |
| o21ai_0 | 3 |
| and2b_1 | 1 |
| mux2i_1 | 3 |
| or2_2 | 1 |
| nor2b_1 | 1 |
| o22ai_1 | 6 |
| a31oi_1 | 8 |
| a21oi_1 | 1 |
| a221oi_1 | 3 |
| a22o_1 | 3 |
| mux4_2 | 6 |
| buf_2 | 1 |
| mux4_1 | 9 |
| a21o_1 | 4 |
| and2_1 | 1 |
| nor2_1 | 12 |
| clkdlybuf4s50_1 | 146 |
kinds of logic after synthesis:
family,after synthesis,synth area share [%]
and+or+nand+nor,28,10.91
muxes,35,54.42
buffers and inverters,15,8.725
AOI/OAI and AO/OA,39,25.95
report_power, final:
group | total (uW) | leakage, uW | internal (uW) | switching (uW)
Clock | 0 | 0 | 0 | 0
Combinational | 185 | 0.000957 | 136 | 48.4
Sequential | 0 | 0 | 0 | 0
Total | 185 | 0.000957 | 136 | 48.4
per-layer routing:
layer / part of all wire, % / wire (um)
met2: 47 / 2998
met5: 0 / 0
met3: 12 / 765
met1: 41 / 2596
met4: 0 / 0
cell type report:
class                           instances  area (um2)
Fill cell                             796        5109
Inverter                                2       7.507
Multi-Input combinational cell        102       994.7
Tap cell                              102       127.6
Timing Repair Buffer                  150        1489
path summary, 6_finish.rpt:
kind / end / from / cells after the start / slack (ps)
setup / recovery: out[10] / sel[1] / 6 / 1150
hold / removal: out[9] / e[9] / 4 / 3290
Power is estimated from default activity; no workload was simulated.
