## run.sh

```bash
#!/bin/bash
# OpenROAD 26Q1-2900-gdf79404cd8, Yosys 0.63+post, stock flow scripts
make -C /OpenROAD-flow-scripts/flow DESIGN_CONFIG=/design/flow/config.mk WORK_HOME=/design/flow/orfs finish
```

## config.mk

```make
export PLATFORM = sky130hd
export DESIGN_NAME = DEMUX4_16bit
export DESIGN_NICKNAME = DEMUX4_16bit
export VERILOG_FILES = /design/flow/design.v
export SDC_FILE = /design/flow/constraint.sdc
export NUM_CORES = 4
export LEC_CHECK = 1
export CORE_AREA = 10 10 72 72
export DIE_AREA = 0 0 82 82
```

## constraint.sdc

```tcl
current_design DEMUX4_16bit

set clk_period 1.0
set clk_io_pct 0.2

create_clock -name clk0 -period $clk_period

set non_clock_inputs [all_inputs -no_clocks]
set_input_delay [expr $clk_period * $clk_io_pct] -clock clk0 $non_clock_inputs
set_output_delay [expr $clk_period * $clk_io_pct] -clock clk0 [all_outputs]
```

## design.v

```verilog
module DEMUX4_16bit (
    input [15:0] in,
    input [1:0] sel,
    output reg [15:0] Y0,
    output reg [15:0] Y1,
    output reg [15:0] Y2,
    output reg [15:0] Y3
);
    always @(*) begin
        Y0 = 16'b0;
        Y1 = 16'b0;
        Y2 = 16'b0;
        Y3 = 16'b0;
        case (sel)
            2'b00: Y0 = in;
            2'b01: Y1 = in;
            2'b10: Y2 = in;
            2'b11: Y3 = in;
        endcase
    end
endmodule
```

==> metrics.yaml <==
outcome:
  outcome: "complete, but fails checks"
  violations: "setup timing"
floorplan:
  rows: 22
  design.core.area_um2: 3689
  ios: 82
  die_h_um: 82
  chip_area_um2: 6724
  die_x_um: 82
  fp_util: 0.1961
routing:
  postRouteAntennaNets: 0
  wl_per_cell_um: 17.74
  drt_iter0_drc: 36
  antenna_cells: 0
  drt-pass1-iter-count: 3
  via_count: 1092
  viasPerCell: 4.457
  drc_errors: 0
  wl_um: 4346
sta:
  setup_tns_ns: -6.005
  max-slew-margin-rel: 0.9083
  finalSetupViolations: 58
  hold_viol_final: 0
  fin_crit_ns: 1.179
  setup_ws_ns: -0.1787
  fin_crit_sh: 1.179
  clock.fmax_ghz: 0.8484
  worst_slew_pin_slew_ns: 0.1376
  grt_setup_unrepaired: "true"
  report.final.slew_viol_count: 0
final_layout:
  regArea_um2: 0
  drive_above_1_share: 0.7513
  syn_to_final_growth_pct: 191.5
  comb_area_um2: 661.9
  final_cell_area_um2: 2108
  final_cell_mix: "53 x buf_2, 37 x buf_6, 32 x and3b_1"
  fin_cells: 245
  lay_top_count: "buf_2"
  fillCellCount: 318
  final_util: 0.5716
  seq_cells: 0
  nClkBuffers: 0
global_routing:
  antenna_found_initial: 0
  grt_pass1_wl_um: 6741
  grt_pass1_vias: 1170
  grt.overflow.total: 0
  gr-usage-all-layers: 0.1240
  grt_start_max_net_pins: 9
setup_path:
  slowest_stage: "and3b_1"
  critPathLaunchType: "input pin"
  critPathMaxFanout: 6
  critPathKind: "input pin to output port"
  cp.arrival_ns: 0.98
  cp-end-kind: "output port"
  required_ns: 0.80
  max_stage_delay_ns: 0.20
  path_cells: "buf_16, buf_8, buf_16, buf_8, and3b_1, buf_2"
pwr:
  p_sw_mw: 0.2416
  swShare: 0.3160
  power_density_nw_per_um2: 362.7
  vdd_drop_max_mv: 0.1877
  p_leak_nw: 1.197
  pwr-share-clk: 0
  p_comb_frac: 1.000
  p_seq_frac: 0
  intPower_mw: 0.5231
yosys:
  syn_avg_cell_area_um2: 9.272
  ys_chip_area_um2: 723.2
  ys_cells: 78
  ys_warn_count: 1
  yosysUniqueCellTypes: 5
  syn_area_um2: 723.2
  synth_seq_share: 0
  netlist_instances: 78
placed_design:
  portBuffers: 82
  dp_cells: 199
  hpwl_um: 2388
  post-place-ws_ns: -0.5795
  routabilityCongestion: 0.7588
  place_area_um2: 1539
flow_run:
  warning_count: 34
  max_cap_violations: 0
hold_path:
  hp-class: "input pin to output port"
  hold_path_depth: 4
clock_network:
  cts_hold_buffers: 0
metrics by stage:
step	power [mW]	hold slack (ns)
2_1_floorplan	0.1811	0.4907
3_3_place_gp	0.4715	1.153
3_5_place_dp	0.4762	1.156
4_1_cts	0.7708	0.8234
5_1_grt	0.8214	0.8117
6_report	0.7647	0.7917
cell type report:
class | count | area share
repair buffers | 133 | 0.6576
multi-input cells | 64 | 0.3139
well taps | 48 | 0.02849
Yosys cell counts, drive strengths merged:
cell / number / area, µm²
and3b: 32 / 280.3
and3: 16 / 100.1
nor3b: 16 / 200.2
buf: 14 / 142.6
final timing paths:
kind              endpoint   start  slack [ns]
hold / removal      Y0[15]  sel[0]        0.79
setup / recovery    Y1[10]  sel[1]       -0.18
worst max-delay path, delay by kind of cell:
| kind | cells | cell delay, ns |
|---|---|---|
| buffers and inverters | 5 | 0.58 |
| and+or+nand+nor | 1 | 0.20 |
power groups by stage:
stage,Clock (mW),Sequential [mW],Combinational (mW)
after CTS,0,0,0.771
after global routing,0,0,0.821
final,0,0,0.765
cells by family (layout without fill, tap and decap cells):
logic type / Yosys count / in the layout / share of synthesized area
buffers and inverters: 14 / 133 / 0.1972
AND/OR/NAND/NOR: 64 / 64 / 0.8028
repair_timing:
action                                  CTS  global route
gates resized                           277            24
setup buffers                            34             5
pin swaps                                28            11
cloned                                   13             0
endpoints found under the setup margin   64            64
hold endpoints to repair                  0             0
routing by layer:
| layer | track usage | up-vias | part of all wire |
|---|---|---|---|
| met2 | 0.1991 | 38 | 0.47 |
| met5 | 0 | - | 0 |
| li1 | - | 538 | - |
| met3 | 0.03304 | 0 | 0.093 |
| met1 | 0.1730 | 516 | 0.43 |
| met4 | 0 | 0 | 0 |
Power and IR drop assume default switching activity.
